==> design.v <==
module KT(
    clk,
    rst_n,
    in_valid,
    in_x,
    in_y,
    move_num,
    priority_num,
    out_valid,
    out_x,
    out_y,
    move_out
);
input clk,rst_n;
input in_valid;
input [2:0] in_x,in_y;
input [4:0] move_num;
input [2:0] priority_num;
output reg out_valid;
output reg [2:0] out_x,out_y;
output reg [4:0] move_out;
parameter idle = 0;
parameter read = 1;
parameter check = 2;
parameter next_cnt = 3;
parameter next_direct = 4;
parameter exe = 5;
parameter back = 6;
parameter check_back = 7;
parameter finish = 8;
reg [3:0]cs, ns;
reg [4:0]read_cnt;
reg [2:0] x_cur;
reg [2:0] y_cur;
reg [4:0] move_cnt;
reg [2:0] priority_dir, last_dir;
reg [2:0] visited_x [0:24];
reg [2:0] visited_y [0:24];
reg [24:0] visited_table;
reg [2:0]temp_dir;
reg [2:0] pre_direct [0:24];
wire signed [3:0] move_x [0:7];
wire signed [3:0] move_y [0:7];
assign move_x[0] = -1;
assign move_x[1] =  1;
assign move_x[2] =  2;
assign move_x[3] =  2;
assign move_x[4] =  1;
assign move_x[5] = -1;
assign move_x[6] = -2;
assign move_x[7] = -2;
assign move_y[0] =  2;
assign move_y[1] =  2;
assign move_y[2] =  1;
assign move_y[3] = -1;
assign move_y[4] = -2;
assign move_y[5] = -2;
assign move_y[6] = -1;
assign move_y[7] =  1;
wire signed [3:0] check_x, check_y;
assign check_x = x_cur + move_x[temp_dir];
assign check_y = y_cur + move_y[temp_dir];
assign last_dir = priority_dir - 1;
always @(posedge clk, negedge rst_n) begin
	if(!rst_n)
		cs <= idle;
	else
		cs <= ns;
end
always@(*)begin
	case (cs)
		idle: begin 
			if(in_valid)
				ns = read;
			else
				ns = idle;
		end
		read:begin 
			if(in_valid)
				ns = read;
			else
				ns = check;
		end
		check:begin 
			if(check_x < 0 || check_x > 4 || check_y < 0 || check_y > 4 || visited_table[5 * check_x +check_y] == 1)
				ns = next_direct;
			else
				ns = next_cnt;
		end
		next_cnt: 
			ns = exe;
		next_direct:begin 
			if(temp_dir == last_dir)
				ns = back;
			else
				ns = exe;
		end
		exe:begin 
			if(read_cnt==25)
				ns = finish;
			else
				ns = check;
		end
		back: 
			ns = check_back;
		check_back:begin 
			if(pre_direct[read_cnt] == last_dir)
				ns = back;
			else
				ns = exe;
		end
		finish: 
			if (move_out ==24) 
				ns = idle;
			else
				ns = finish;
		default: 
			ns = idle;
	endcase
end
always @(posedge clk) begin
	if(ns ==read && !read_cnt)begin
		move_cnt <= move_num;
		priority_dir <= priority_num;
		end
	else begin
		if(ns ==read && !read_cnt)begin
		move_cnt <= move_cnt;
		priority_dir <= priority_dir;
		end
	end
end
always @(posedge clk, negedge rst_n) begin
	if(!rst_n)
		read_cnt <= 0;
	else if(ns == idle)
		read_cnt <= 0;
	else if(ns == read)
		read_cnt <= read_cnt + 1;
	else if(cs == next_cnt)
		read_cnt <= read_cnt + 1;
	else if(cs == back)
		read_cnt <= read_cnt - 1;
	else
		read_cnt <= read_cnt;
end
always @(posedge clk) begin
	if(ns == read)begin
		x_cur <= in_x;
		y_cur<= in_y;
	end
	else if(cs == next_cnt)begin
		x_cur <= check_x;
		y_cur <= check_y;
	end
	else if(cs == back)begin
		x_cur <= visited_x[read_cnt - 2];
		y_cur <= visited_y[read_cnt - 2];
	end
	else begin
		x_cur <= x_cur;
		y_cur <= y_cur;
	end	
end
integer i;
always @(posedge clk) begin
	if(ns == read)begin
		visited_x[read_cnt] <= in_x;
		visited_y[read_cnt] <= in_y;
	end
	else if(cs == exe)begin
		visited_x[read_cnt - 1] <= x_cur;
		visited_y[read_cnt - 1] <= y_cur;
	end
	else if(cs == back)begin
		visited_x[read_cnt-1] <= 'bx;
		visited_y[read_cnt-1] <= 'bx;
	end
	else if( move_out ==25)begin
		for(i = 0;i<25;i= i+1)begin
			visited_x[i] <= 'bx;
			visited_y[i] <= 'bx;
		end
	end
end
always @(posedge clk) begin
	if(cs == read || cs == next_cnt)
		temp_dir <= priority_dir;
	else if(cs == next_direct)
		temp_dir <= temp_dir + 1;
	else if(cs == back)
		temp_dir <= pre_direct[read_cnt -1] + 1;
end
always @(posedge clk ) begin
	if(ns == read)
	begin
		if(read_cnt <= move_cnt)
			visited_table[in_x *5 +in_y] <= 1;
	end
	else if(cs == next_cnt)
		visited_table[5*check_x +check_y]<=1;
	else if(cs == back)
		visited_table[5*x_cur+y_cur] <= 'bx;
	else if(cs == finish)
		visited_table <= 'bx;
	else
		visited_table <= visited_table;
end
always@(posedge clk or negedge rst_n) begin
	if(!rst_n) begin
		out_valid <= 0;
		move_out <= 0;
		out_x <= 0;
		out_y <= 0;
	end
	else if(ns == finish || cs ==finish ) begin
		if(move_out < 25)begin
			if(move_out==25)begin
				out_valid <= 0;
				move_out <= 0;
				out_x <= 0;
				out_y <= 0;
			end
			else begin
				out_valid <= 1;
				move_out <= move_out + 1;
				out_x <= visited_x [move_out];
				out_y <= visited_y [move_out];
			end
		end
	end
	else begin
		out_valid <= 0;
		move_out <= 0;
		out_x <= 0;
		out_y <= 0;
	end
end
integer j;
always @(posedge clk ) begin
	if(cs == next_cnt)
		pre_direct[read_cnt]<=temp_dir;
	else if(cs == finish)begin
		for(j = 0;j < 25;j= j+1)begin
			pre_direct[j] <= 'bx;
		end
	end
	else if(cs== check_back && ns ==exe)
		pre_direct[read_cnt] <= 'bx;
end
endmodule
==> run.sh <==
#!/bin/bash
# OpenROAD 26Q1-2900-gdf79404cd8, Yosys 0.63+post, stock flow scripts
make -C /OpenROAD-flow-scripts/flow DESIGN_CONFIG=/design/flow/config.mk WORK_HOME=/design/flow/orfs finish
==> config.mk <==
export PLATFORM = sky130hd
export DESIGN_NAME = KT
export DESIGN_NICKNAME = KT
export VERILOG_FILES = /design/flow/design.v
export SDC_FILE = /design/flow/constraint.sdc
export NUM_CORES = 4
export LEC_CHECK = 1
export CORE_UTILIZATION = 50
==> constraint.sdc <==
current_design KT

set clk_period 11.6
set clk_io_pct 0.2

create_clock -name clk0 -period $clk_period [get_ports {clk}]

set non_clock_inputs [all_inputs -no_clocks]
set_input_delay [expr $clk_period * $clk_io_pct] -clock clk0 $non_clock_inputs
set_output_delay [expr $clk_period * $clk_io_pct] -clock clk0 [all_outputs]
==> impl_metrics.tcl <==
# yosys + openroad results
set metrics [dict create \
    cap_viol_max_count 0 \
    final.setup.tns_ps 0 \
    dp_hpwl_mm 33.01 \
    min_path_type "reg -> reg" \
    use_met2_pct 40.81 \
    grt_usage_pct 27.88 \
    slew_headroom_pct 46.18 \
    grt_max_degree 50 \
    htreeDepth 2 \
    numCtsBuffers 39 \
    clk_pin_slew_ps 60 \
    initCoreUtil_pct 51.10 \
    met3_usage_pct 10.64 \
    synthDistinctLibCells 95 \
    r2r_slack_ps 4190 \
    critical_path_class "reg -> reg" \
    cts_tree "done" \
    drtIter0Drc 709 \
    utilization_pct 56.91 \
    detail-route-antenna-nets 0 \
    finalHoldViolCount 0 \
    synthCells 1504 \
    clkSinkCount 356 \
    fmax_ghz 0.1350 \
    common_cells "edfxtp_1, inv_1, nand2_1, ha_1, nor2_1" \
    synthTopCellsByArea "edfxtp_1, ha_1, mux4_2, dfrtp_1, a211oi_1" \
    cts-resized-gates 0 \
    chipWidth_um 198.7 \
    gp_congestion 0.9621 \
    ys_cells 1504 \
    fin_skew_ps 28.25 \
    required_ps 11980 \
    cts_hold_buf 0 \
    reg2reg_from "temp_dir[1]" \
    warning_count 37 \
    clockBufferDepth 3 \
    dr.pass1.iters 5 \
    max_slew.worst_pin.slew_ps 801.1 \
    critPathCaptureType "flop" \
    hp-start "out_valid" \
    grt_pass1_wl_mm 76.29 \
    grt_busiest_layer "met1" \
    routed_via_density 6.186 \
    fin_crit_ps 7410 \
    n_antenna_cell 0 \
    holdWs_ps 477.9 \
    dpl_worst_slack_ps 4291 \
    clockRootBuffer "clkbuf_16" \
    grt_pass1_vias 13050 \
    top_cell "edfxtp_1" \
    largest_area_cell "edfxtp_1" \
    via_count 12800 \
    min_to "out_valid" \
    ys.flop_type "edfxtp_1" \
    startpoint_type "flop" \
    synth_area_um2 19340 \
    core_um2 37840 \
    synth_area_per_cell_um2 12.86 \
    worstPathArrival_ps 7790 \
    fin_ws_ps 4190 \
    clkLatencyLatePin_ps 560 \
    r2r-end "visited_table[7]" \
    synth-warning-count 2 \
    cts_setup_buffers 0 \
    grt_antenna_before_repair 0 \
    drive_above_1_share_pct 14.11 \
    finalCritPeriodShare_pct 63.88 \
    grtUsageMet1_pct 43.20 \
    enable_flop_cells 330 \
    status "finished, final reports clean" \
    route.detailed.drc 0 \
    rsz0062_at_grt "false" \
    chip_area_um2 39470 \
    rr_worst_depth 26 \
    async_reset_ff_share_pct 7.303 \
    min_path_cells 1 \
    crit_fanout 40 \
    synth_chip_area_um2 19340 \
    num_rows 71 \
    ios 29 \
    top_area_share_pct 51.24 \
    port_buffers 28 \
    drt_wl_total_mm 48.86 \
    wl_per_cell_um 23.60 \
    grt_overflow_total 0 \
    numSynthFlops 356 \
    ys_seq_share_pct 54.61 \
    final-setup-viol-count 0 \
    slew_viol_final 0 \
    die_y_um 198.7 \
    area_growth_pct 11.37 \
]
## cell type report
type	count	area, µm²
fillers	3069	16310
repair buffers	68	580.6
clock buffers	51	1081
flip-flops and latches	356	10560
well taps	511	639.4
clock inverters	18	260.3
multi-input cells	968	8045
inverters	98	367.9
## metal layers
metal  wire [µm]  up-vias
met5           0        -
met4        1172        0
met3        4590       79
met2       22710      468
met1       20380     6308
li1            -     5949
## through the flow
| stage | instances | cell area, µm² |
|---|---|---|
| 3_5_place_dp | 2001 | 20200 |
| 5_1_grt | 2070 | 21540 |
| 2_1_floorplan | 1504 | 19340 |
| 4_1_cts | 2070 | 21540 |
| 3_3_place_gp | 2001 | 20200 |
| 6_report | 2070 | 21540 |
## cells by family after synthesis
logic type / count (synthesis) / synth area share (%)
flops: 356 / 54.61
compound gates: 346 / 12.64
mux: 152 / 11.12
simple gates: 354 / 10.05
xor+xnor: 31 / 1.630
fa+ha+maj: 85 / 5.849
buf+inv: 180 / 4.089
## state kept, by name, indices dropped and copies added, names as in the netlist
name,flops
temp_dir,3
move_out,5
visited_x,96
out_x,3
move_cnt,5
out_valid,1
x_cur,3
out_y,3
y_cur,3
cs,9
visited_y,96
read_cnt,5
visited_table,25
priority_dir,3
pre_direct,96
## worst max path at each step
stage     depth (start not counted)               end         from  slack (ps)
4_1_cts                          26  visited_table[7]  temp_dir[1]        4220
5_1_grt                          26  visited_table[7]  temp_dir[1]        3570
6_report                         26  visited_table[7]  temp_dir[1]        4190
## critical path, stage by stage, from the launching register on
cell,delay (ps)
edfxtp_1,320
buf_4,370
nand2_1,120
xor2_1,200
inv_1,70
ha_1,300
a21oi_1,160
xor2_1,340
inv_1,160
ha_1,320
ha_1,300
fa_1,580
inv_1,70
fa_1,470
nand2b_1,200
a21oi_1,170
xnor2_1,330
nand3_1,250
nor2_1,290
nand2_1,90
ha_1,350
nand3_1,120
or4_1,410
a32o_1,220
nand3_1,470
nand4b_1,290
o221ai_1,260
## layout by cell type (no fill, tap or decap), types with 9 or more instances in the layout
cell	synthesis	layout
nand2b_1	17	16
ha_1	76	76
fa_1	9	9
o221ai_1	9	9
buf_4	7	40
nand4_1	17	17
nand3_1	31	31
mux2_1	22	22
o21ai_0	33	29
nand4b_1	11	11
nand2_1	79	79
mux4_2	41	41
a21o_1	19	18
nor2_1	73	73
a31oi_1	22	20
or3_1	11	11
dfrtp_1	25	23
clkdlybuf4s50_1	0	28
clkbuf_16	0	39
o22ai_1	51	51
inv_1	97	97
mux2i_1	48	48
edfxtp_1	330	330
xnor2_1	20	20
mux2_2	37	37
nor2b_1	11	11
a211oi_1	70	70
nor3_1	24	24
a21oi_1	57	55
a22o_1	11	11
